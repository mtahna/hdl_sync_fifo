==> /design/flow/design.v <==
module sync_fifo #(
    parameter FIFO_DEPTH=4  ,  
    parameter DATA_WIDTH=16 ,  
    parameter FWFT_MODE=1      
)(
    input  wire                  clk     ,  
    input  wire                  rstn    ,  
    input  wire                  wen     ,  
    input  wire [DATA_WIDTH-1:0] wdata   ,  
    input  wire                  ren     ,  
    output reg  [DATA_WIDTH-1:0] rdata   ,  
    output reg                   empty   ,  
    output reg                   full       
);
reg  [FIFO_DEPTH-1:0] wptr                ;
wire [FIFO_DEPTH-1:0] wptr_next           ;
reg  [FIFO_DEPTH-1:0] rptr                ;
wire [FIFO_DEPTH-1:0] rptr_next           ;
reg  [DATA_WIDTH-1:0] mem [0:FIFO_DEPTH-1];
always @(posedge clk or negedge rstn) begin
    if (!rstn) begin
        wptr <= {{FIFO_DEPTH-1{1'b0}}, 1'b1};
    end else if (wen & (~full)) begin
        wptr <= {wptr[FIFO_DEPTH-1-1:0], wptr[FIFO_DEPTH-1]};
    end
end
assign wptr_next = {wptr[FIFO_DEPTH-1-1:0], wptr[FIFO_DEPTH-1]};
always @(posedge clk or negedge rstn) begin
    if (!rstn) begin
        rptr <= {{FIFO_DEPTH-1{1'b0}}, 1'b1};
    end else if (ren & (~empty)) begin
        rptr <= {rptr[FIFO_DEPTH-1-1:0], rptr[FIFO_DEPTH-1]};
    end
end
assign rptr_next = {rptr[FIFO_DEPTH-1-1:0], rptr[FIFO_DEPTH-1]};
always @(posedge clk or negedge rstn) begin
    if (!rstn) begin
        empty <= 1'b1;
    end else begin
        if (empty) begin
            if (~(| (wptr & rptr))) empty <= 1'b0;  
        end else if((~empty) & (~full) & (~wen) & ren) begin
            empty <= | (wptr & rptr_next);  
        end
    end
end
always @(posedge clk or negedge rstn) begin
    if (!rstn) begin
        full <= 1'b0;
    end else begin
        if (full) begin
            if (ren) full <= 1'b0;
        end else if ((~empty) & (~full) & wen & (~ren)) begin
            full <= | (wptr_next & rptr);  
        end
    end
end
generate
    genvar v_mem;
    for(v_mem=0; v_mem<FIFO_DEPTH; v_mem=v_mem+1) begin : g_wmem
        always @(posedge clk or negedge rstn) begin
            if (!rstn) begin
                mem[v_mem] <= {DATA_WIDTH{1'b0}};
            end else if (wen & (~full) & wptr[v_mem]) begin
                mem[v_mem] <= wdata;
            end
        end
    end
endgenerate
generate
    genvar v_fd, v_dt;
    wire [FIFO_DEPTH-1:0]            read_sel;
    wire [FIFO_DEPTH*DATA_WIDTH-1:0] mem_flat;
    wire [DATA_WIDTH*FIFO_DEPTH-1:0] mem_flat_swap;
    if (FWFT_MODE != 0) begin : fwft  
        assign read_sel = (ren & (~empty)) ? rptr_next : rptr;
    end else begin : std              
        assign read_sel = (ren & (~empty)) ? rptr : {FIFO_DEPTH{1'b0}};
    end
    for(v_fd=0; v_fd<FIFO_DEPTH; v_fd=v_fd+1) begin : g_rflat
        assign mem_flat[(v_fd+1)*DATA_WIDTH-1:v_fd*DATA_WIDTH] = {DATA_WIDTH{read_sel[v_fd]}} & mem[v_fd];
    end
    for(v_fd=0; v_fd<FIFO_DEPTH; v_fd=v_fd+1) begin : g_rswap_f
        for(v_dt=0; v_dt<DATA_WIDTH; v_dt=v_dt+1) begin : g_rswap_d
            assign mem_flat_swap[v_dt*FIFO_DEPTH+v_fd] = mem_flat[v_fd*DATA_WIDTH+v_dt];
        end
    end
    for(v_dt=0; v_dt<DATA_WIDTH; v_dt=v_dt+1) begin : g_rdata
        if (FWFT_MODE != 0) begin : fwft  
            always @(posedge clk or negedge rstn) begin
                if (!rstn) rdata[v_dt] <= 1'b0;
                else       rdata[v_dt] <= | mem_flat_swap[(v_dt+1)*FIFO_DEPTH-1:v_dt*FIFO_DEPTH];
            end
        end else begin : std              
            always @(posedge clk or negedge rstn) begin
                if (!rstn)    rdata[v_dt] <= 1'b0;
                else if (ren) rdata[v_dt] <= | mem_flat_swap[(v_dt+1)*FIFO_DEPTH-1:v_dt*FIFO_DEPTH];  
            end
        end
    end
endgenerate
endmodule
==> /design/flow/run.sh <==
#!/bin/bash
# OpenROAD 26Q1-2900-gdf79404cd8, Yosys 0.63+post, stock flow scripts
make -C /OpenROAD-flow-scripts/flow DESIGN_CONFIG=/design/flow/config.mk WORK_HOME=/design/flow/orfs finish
==> /design/flow/config.mk <==
export PLATFORM = sky130hd
export DESIGN_NAME = sync_fifo
export DESIGN_NICKNAME = sync_fifo
export VERILOG_FILES = /design/flow/design.v
export SDC_FILE = /design/flow/constraint.sdc
export NUM_CORES = 4
export LEC_CHECK = 1
export CORE_UTILIZATION = 50
==> /design/flow/constraint.sdc <==
current_design sync_fifo

set clk_period 6.2
set clk_io_pct 0.2

create_clock -name clk0 -period $clk_period [get_ports {clk}]

set non_clock_inputs [all_inputs -no_clocks]
set_input_delay [expr $clk_period * $clk_io_pct] -clock clk0 $non_clock_inputs
set_output_delay [expr $clk_period * $clk_io_pct] -clock clk0 [all_outputs]
==> Slide: Implementation Results <==
Run Summary

Clocking
  – CTS clock-pin slew for the worst setup and hold paths: 80 ps
  – TritonCTS Sinks: 90
  – Num CTS Buffers: 9
  – Postcts setup bufs: 0
  – Root Buffer: clkbuf_8
  – # H-tree levels: 3
  – Cts repair resizes: 0
  – Clock latency (worst-skew pair): 350 ps
  – CTS tree: done
  – Max Root-Sink Buffers: 2
  – Post-CTS Hold Buffers: 0

Worst setup path
  – Slowest-stage cell, CP: dfstp_2
  – CP bufs+invs: 1
  – CP max stage delay: 580 ps
  – Worst reg2reg path startpoint: rptr[2]
  – CP Max Fanout: 5
  – Required @ worst endpoint: 4960 ps
  – CP startpoint kind: flop
  – Crit. End Element: output port
  – Critical path origin: empty
  – Crit path max-delay family: flip-flops
  – Critical path type: flop to output port
  – CP cell instances: clkdlybuf4s50_1
  – CP arrival: 1390 ps

Pwr
  – Pwr dens: 224 nW/µm²
  – Max VDD drop: 0.219 mV
  – Total leakage power: 2.23 nW

Global route
  – First-pass GRT wire length: 13900 µm
  – Total congestion overflow: 0
  – Vias in the first global route: 2656
  – Largest net degree at the start of global routing: 60
  – Initial antenna violation count: 0
  – Global-route usage over all layers: 21.6%

Floorplan
  – Die Y: 94.3 µm
  – Ports: 38
  – Horiz. Die Dim: 94.3 µm
  – Num rows: 33
  – Core ar.: 8220 µm²
  – Die area: 8890 µm²
  – FP Util: 51.8%

Timing
  – RSZ-0062 raised after global routing: false
  – Min Tclk post-route: 2630 ps
  – Final Cycle Share: 42.4%
  – Slew margin rel.: 50.7%
  – Fmax: 380 MHz
  – Final Hold Vio Count: 0
  – Worst Max-Slew Pin Slew: 739 ps
  – Total negative setup slack: 0 ps
  – Final setup fails: 0
  – Skew final: 14.2 ps
  – Crit path setup slack, layout: 3570 ps
  – Final Max Tran Viols: 0

Hold path
  – Hold_sp: wptr[0]
  – Hold Crit Class: flop to flop

Route
  – Antenna Nets Post-Route: 0
  – Via-to-Cell Ratio: 5.93
  – Final wirelength: 8370 µm
  – Initial DRC count: 142
  – Drt drc: 0
  – Ant diodes: 0
  – DR pass1 iterations: 4
  – Vias: 2692
  – DR WL/cell: 18.4 µm

Placed design
  – Worst slack, placed: 3280 ps
  – Post-DP HPWL: 4730 µm
  – Number of port buffers: 37
  – Placed Cells incl. Taps: 438
  – RD Place Congestion: 0.773

Cells and area
  – Fraction of layout cells with a size suffix above 1: 26.9%
  – FILL cells: 649
  – P&R area growth vs syn: 13.4%
  – Most numerous logic cell after layout: dfrtp_1
  – Final Instance Count excl. Fillers: 454
  – Fin util: 58.8%
  – Most numerous logic cells after layout: dfrtp_1, a22oi_1, mux2_4, clkdlybuf4s50_1, mux2_2

Logic synthesis
  – Syn_area_per_cell: 13.5 µm²
  – Seq cells post-synth: 90
  – Post-Syn Area: 4260 µm²
  – Cell count listed in synth_stat.txt: 315
  – Post-Synthesis Cells: 315
  – Register share after synthesis: 53.0%
  – Yosys synthesis warning count: 2
  – Yosys synthesis chip area: 4260 µm²
  – Distinct lib cells: 23

Job
  – Log Warnings: 25
  – Max cap viols: 0

Status
  – Outcome: finished, final reports clean
layer usage:
| layer | wire length, µm | GRT usage, % | vias to the layer above | part of all wire [%] |
|---|---|---|---|---|
| met4 | 85 | 1.67 | 0 | 1.0 |
| met3 | 441 | 4.77 | 7 | 5.3 |
| met2 | 3810 | 32.3 | 69 | 45 |
| met1 | 4030 | 35.4 | 1363 | 48 |
| li1 | - | - | 1253 | - |
| met5 | 0 | 0 | - | 0 |
through the flow:
step           hold slack [ps]  cell area [µm²]  power [mW]
3_3_place_gp               512             4610       0.660
4_1_cts                    537             4830        1.10
2_1_floorplan              483             4260       0.618
3_5_place_dp               521             4610       0.661
6_report                   534             4830        1.08
5_1_grt                    548             4830        1.13
registers in the layout, indices dropped and copies added (netlist names):
signal  count
empty       1
full        1
mem        64
rdata      16
rptr        4
wptr        4
path summary, 6_finish.rpt:
check	endpoint	slack, ps	cells after the start
min in group asynchronous	rdata[12]	810	1
max in group asynchronous	mem[1][0]	4290	2
setup reg to reg	full	4470	4
hold / removal	wptr[0]	530	2
setup / recovery	empty	3570	1
hold reg to reg	wptr[0]	530	2
synth_stat cells:
cell type | n | area share, %
buf_12 | 5 | 2.4
o21ai_0 | 1 | 0.12
nor2b_4 | 1 | 0.32
or2b_1 | 1 | 0.18
dfstp_2 | 3 | 1.9
mux2_2 | 28 | 7.4
nand2b_1 | 1 | 0.15
mux2_4 | 36 | 13
a211o_1 | 1 | 0.21
clkbuf_1 | 7 | 0.62
a31oi_1 | 16 | 2.4
inv_1 | 2 | 0.18
a22o_1 | 3 | 0.62
a22oi_1 | 66 | 12
dfrtp_1 | 87 | 51
nand2_8 | 4 | 1.9
and3_1 | 16 | 2.4
a21oi_1 | 1 | 0.12
nor2b_1 | 1 | 0.15
buf_2 | 13 | 1.5
o41ai_1 | 1 | 0.21
a221oi_1 | 1 | 0.21
nand2_1 | 20 | 1.8
layout make-up:
cell class,count,area (µm²),area share [%]
inverter,2,7.51,0.155
clock buffer,10,128,2.64
timing repair buffer,43,413,8.55
multi-input combinational,198,1800,37.3
clock inverter,6,91.3,1.89
tap,105,131,2.72
sequential,90,2260,46.7
power breakdown:
part | leakage (nW) | internal (mW) | switching [mW]
Combinational | 0.901 | 0.0260 | 0.0281
Clock | 0.0987 | 0.228 | 0.206
Sequential | 1.23 | 0.592 | 0.00127
Total | 2.23 | 0.846 | 0.235
cells by family (layout without fill, tap and decap cells):
logic type	after synthesis	count (layout)	share of synthesized area, %
AOI/OAI and AO/OA	90	90	15.5
DFF	90	90	53.0
buffers and inverters	27	61	4.67
muxes	64	64	20.1
and+or+nand+nor	44	44	6.79
Power and IR drop assume default switching activity.
